==> /design/flow/design.v <==
`timescale 1ns / 1ps
module bin_to_leds(
    input [3:0] b_in,
    output reg [6:0] leds  
    );
    always @(b_in)
        case(b_in)
            0: leds = 7'b0111111;
	    1: leds = 7'b0000110;
	    2: leds = 7'b1011011;
	    3: leds = 7'b1001111;
	    4: leds = 7'b1100110;
	    5: leds = 7'b1101101;
	    6: leds = 7'b1111101;
	    7: leds = 7'b0000111;
	    8: leds = 7'b1111111;
	    9: leds = 7'b1101111;
            default: leds = 7'b0000000;
        endcase
endmodule
`timescale 1ns / 1ps
module invert7(
    input [6:0] a,
    output [6:0] x  
    );
	assign x= ~a;
endmodule
module add4 (
	     input	      carryin,
	     input [3:0]      X, Y,
	     output reg [3:0] S,
	     output reg	      carryout,
	     output reg	      ovf
	     );
   reg [4:0]		      C;
   integer		      k;
   always @(X, Y, carryin)
     begin
	C[0] = carryin;
	for (k = 0; k < 4; k = k+1)
	  begin
	     S[k] = X[k] ^ Y[k] ^ C[k];
	     C[k+1] = (X[k] & Y[k]) | (X[k] & C[k]) | (Y[k] & C[k]);
 	  end
	carryout = C[4];
	ovf = C[4] ^ C[3];
     end
endmodule
module calculator (
		   input [1:0]	OP,
		   input [3:0]	A, B,
		   output [9:0]	out
		   );
   wire				cout, ovf;   
   wire [3:0]			outa;   
   wire [7:0]			outm;   
   addsub4 u1 (.A(A), .B(B), .subsel(OP[0]), .X(outa), .cout(cout), .ovf(ovf));
   mult4 u2 (.A(A), .B(B), .X(outm));
   mux10 u3 (.in0({ovf, cout, 4'b0, outa}), .in1({2'b0, outm}), .sel(OP[1]), .out(out));
endmodule  
module mux10 (
	       input [9:0] in0, in1,
	       input sel,
	       output reg [9:0] out
	       );
   always @(in0, in1, sel)
     begin
	if (sel)
	  out = in1;
	else
	  out = in0;
     end
endmodule  
module addsub4 (
	       input [3:0] A, B,
	       input subsel,
	       output [3:0] X,
	       output cout, ovf
	       );
wire [3:0] C;
assign C[0] = B[0]^subsel;
assign C[1] = B[1]^subsel;
assign C[2] = B[2]^subsel;
assign C[3] = B[3]^subsel;
add4 addsubstage1(.carryin(subsel), .X(A), .Y(C), .S(X), .carryout(cout), .ovf(ovf));
endmodule
`timescale 1ns / 1ps
module calc_7seg(
    input	 clk,
    input [1:0]	 OP,
    input [3:0]	 A, B,
    output [6:0] inv_leds,
    output [7:0] enb_leds,
    output	 cout, ovf 
    );
   wire [7:0]	b_calc;      
   wire [11:0]	b_bcd;       
   wire [2:0]	sel;         
   wire [3:0]	bcd_digit;   
   calculator u1 (.OP (OP), .A (A), .B (B), .out({ovf, cout, b_calc}));
   doubdab_8bits u2 (.b_in (b_calc), .bcd_out (b_bcd));
   count_3bit_select u3 (.clk(clk), .sel(sel));
   decode_enb_leds u4 (.sel(sel), .enb_leds(enb_leds));
   mux_4in_8to1 u5 (.in0(b_bcd[3:0]), .in1(b_bcd[7:4]), .in2(b_bcd[11:8]), .in3(4'h0), 
		    .in4(4'h0), .in5(4'h0), .in6(4'h0), .in7(4'h0), .sel(sel), .out(bcd_digit) );
   seven_seg_decoder u6 (.b_in(bcd_digit), .inv_leds(inv_leds));
endmodule
`timescale 1ns / 1ps
module count_3bit_select(
    input clk,
    output [2:0] sel
    );
    reg [16:0] cntbig = 0;
    always @(posedge clk)
    begin
        cntbig <= cntbig + 1;
    end
    assign sel = cntbig[16:14];
endmodule
`timescale 1ns / 1ps
module dd_add3(
    input [3:0] i,
    output reg [3:0] o
    );
    always @(*)
        case(i)
            0: o = 0;
            1: o = 1;
            2: o = 2;
            3: o = 3;
            4: o = 4;
            5: o = 8;
            6: o = 9;
            7: o = 10;
            8: o = 11;
            9: o = 12;
            default: o = 0;
         endcase
endmodule
`timescale 1ns / 1ps
module decode_enb_leds(
    input [2:0] sel,
    output reg [7:0] enb_leds
    );
always @(sel)
        case(sel)
        0: enb_leds = 8'b11111110;
    1: enb_leds = 8'b11111101;
    2: enb_leds = 8'b11111011;
    3: enb_leds = 8'b11110111;
    4: enb_leds = 8'b11101111;
    5: enb_leds = 8'b11011111;
    6: enb_leds = 8'b10111111;
    7: enb_leds = 8'b01111111;
        default: enb_leds = 7'b00000000;
        endcase
endmodule
`timescale 1ns / 1ps
module doubdab_8bits(
    input [7:0] b_in,
    output [11:0] bcd_out
    );
wire [3:0] partial1;
    assign partial1={1'b0,b_in[7:5]};
    wire [3:0] partial2;
    wire [3:0] partial3;
    wire [3:0] partial4;
    wire [3:0] partial5;
    wire [3:0] partial6;
    wire [3:0] tempsum1;
    wire [3:0] tempsum2;
    dd_add3 u1 (.i(partial1), .o(partial2));
    dd_add3 u2 (.i({partial2[2:0],b_in[4]}), .o(partial3));
    dd_add3 u3 (.i({partial3[2:0],b_in[3]}),.o(partial4));
    dd_add3 u4 (.i({partial4[2:0],b_in[2]}),.o(partial5));
    dd_add3 u5 (.i({partial5[2:0],b_in[1]}),.o(tempsum1));
    dd_add3 u6 (.i({1'b0,partial2[3],partial3[3],partial4[3]}),.o(partial6));
    dd_add3 u7 (.i({partial6[2:0],partial5[3]}),.o(tempsum2));
assign bcd_out[0]= b_in[0];
    assign bcd_out[4:1]=tempsum1[3:0];
    assign bcd_out[8:5]=tempsum2[3:0];
    assign bcd_out[9]=partial6[3];
    assign bcd_out[10]=0;
    assign bcd_out[11]=0;
endmodule
module mult4 (
	     input [3:0] A, B,
	     output [7:0] X
	     );
wire [3:0] partial;
wire [3:0] partial1;
wire [3:0] partial2;
wire [3:0] partial3;
wire [3:0] ppartial;
wire [3:0] adderprod;
wire [3:0] adderprod1;
wire [0:1] carrynover;
wire [0:1] carrynover1;
wire [0:1] carrynover2;
assign partial = A & {4{B[0]}};
assign X[0] = partial[0];
assign ppartial[2:0]= partial[3:1];
assign ppartial[3]=0;
assign partial1= A& {4{B[1]}};
assign partial2= A & {4{B[2]}};
assign partial3= A& {4{B[3]}};
add4 stage1(.carryin(0),.X(partial1),.Y({1'b0,partial[3:1]}),.S(adderprod),.carryout(carrynover[0]),.ovf(carrynover[1]));
assign X[1]= adderprod[0];
add4 stage2(.carryin(0), .X(partial2), .Y({carrynover[0],adderprod[3:1]}), .S(adderprod1), .carryout(carrynover1[0]) , .ovf(carrynover1[1]));
assign X[2]=adderprod1[0];
wire [0:3] tempprod;
add4 stage3(.carryin(0), .X (partial3),.Y ({carrynover1[0],adderprod1[3:1]}),.S (tempprod),.carryout( carrynover2[0]) ,.ovf (carrynover2[1]));
assign X[7]=carrynover2[0];
assign X[6:3]= tempprod;
endmodule  
`timescale 1ns / 1ps
module mux_4in_8to1 (
	       input [3:0] in0, in1, in2, in3, in4, in5, in6, in7,
	       input [2:0] sel,
	       output reg [3:0] out
	       );
always @(in0, in1, in2, sel)
     begin
        case(sel)
        0: out=in0;
3'b000: out = in0;
            3'b001: out = in1;
            3'b010: out = in2;
            3'b011: out = in3;
            3'b100: out = in4;
            3'b101: out = in5;
            3'b110: out = in6;
            3'b111: out = in7;
            default: out = 3'b000; 
        endcase
     end
endmodule
`timescale 1ns / 1ps
module seven_seg_decoder(
    input [3:0] b_in,
    output [6:0] inv_leds
    );
    wire [6:0] leds;
    bin_to_leds u1 (.b_in(b_in), .leds(leds));
    invert7 u2 (.a(leds), .x(inv_leds));
endmodule
==> /design/flow/run.sh <==
#!/bin/bash
# OpenROAD 26Q1-2900-gdf79404cd8, Yosys 0.63+post, stock flow scripts
make -C /OpenROAD-flow-scripts/flow DESIGN_CONFIG=/design/flow/config.mk WORK_HOME=/design/flow/orfs finish
==> /design/flow/config.mk <==
export PLATFORM = sky130hd
export DESIGN_NAME = calc_7seg
export DESIGN_NICKNAME = calc_7seg
export VERILOG_FILES = /design/flow/design.v
export SDC_FILE = /design/flow/constraint.sdc
export NUM_CORES = 4
export LEC_CHECK = 1
export CORE_UTILIZATION = 50
==> /design/flow/constraint.sdc <==
current_design calc_7seg

set clk_period 17.7
set clk_io_pct 0.2

create_clock -name clk0 -period $clk_period [get_ports {clk}]

set non_clock_inputs [all_inputs -no_clocks]
set_input_delay [expr $clk_period * $clk_io_pct] -clock clk0 $non_clock_inputs
set_output_delay [expr $clk_period * $clk_io_pct] -clock clk0 [all_outputs]
==> flow_metrics.py <==
# Generated from Yosys and OpenROAD reports
metrics = {
    "hold_path": {
        "min_path_type": "reg2reg",
        "holdPathEnd": "u3.cntbig[0]$_DFF_P_",
        "hold_depth": 1,
        "min-delay-start": "u3.cntbig[0]$_DFF_P_",
    },
    "sta": {
        "setup-tns-final_ns": 0,
        "fmax_mhz": 70.7,
        "fin_crit_ns": 14.15,
        "max-slew-margin-rel_pct": 42.4,
        "tightest_slew_ns": 0.864,
        "hold_viol_final": 0,
        "timing.final.setup_violations": 0,
        "drv_slew": 0,
        "fin_crit_sh_pct": 79.9,
        "rsz0062_at_grt": "false",
        "skew_ns": 0.00239,
    },
    "clock_network": {
        "clk_path_buf_depth": 2,
        "hold_buffers": 0,
        "numCtsBuffers": 3,
        "cts_resized": 0,
        "clk_pin_slew_ns": 0.06,
        "htree_levels": 1,
        "cts_root_buf": "clkbuf_8",
        "cts.sink_count": 17,
        "clkLatencyLatePin_ns": 0.24,
        "cts_tree": "done",
        "cts_setup_buffers": 0,
    },
    "routing": {
        "wl_per_cell_um": 13.7,
        "ant_nets": 0,
        "drc": 0,
        "wl_um": 4890,
        "vias": 2063,
        "antenna_cells": 0,
        "drtIter0Drc": 153,
        "via_per_inst": 5.78,
        "dr.pass1.iters": 22,
    },
    "critical_path": {
        "critPathSlowestCell": "fa_1",
        "crit_fanout": 25,
        "cp-start-kind": "primary input",
        "required_ns": 14.16,
        "crit_family": "adder cells",
        "path_cells": "clkdlybuf4s50_1 -> and2_1 -> ha_1 -> fa_1 -> inv_1 -> fa_1 -> fa_1 -> fa_1 -> fa_1 -> fa_1 -> inv_1 -> fa_1 -> nand2_1 -> o211ai_1 -> nand3_2 -> o211ai_1 -> nor4b_1 -> o31ai_2 -> inv_1 -> ha_1 -> mux2i_1 -> nor2_1 -> clkdlybuf4s50_1",
        "r2r_end": "u3.cntbig[15]$_DFF_P_",
        "crit_top_cell": "fa_1",
        "reg2reg_from": "u3.cntbig[2]$_DFF_P_",
        "arrival_ns": 10.61,
        "cp-end-kind": "primary output",
        "path_class": "in2out",
        "cp_slowest_stage_delay_ns": 0.73,
        "path_buffers": 5,
        "ff2ff_path_depth": 6,
        "r2r_slack_ns": 16.08,
    },
    "floorplan": {
        "fp_util_pct": 53.7,
        "rows": 24,
        "ios": 28,
        "die-area_mm2": 0.00509,
        "die-width_um": 71.3,
        "core-area_mm2": 0.00447,
        "fp.dieH_um": 71.3,
    },
    "yosys": {
        "ys.flops": 17,
        "edf_count": 0,
        "synth_area_mm2": 0.00240,
        "synth-async-reset-ratio_pct": 0,
        "ys_warn_count": 10,
        "postSynthSeqShare_pct": 14.2,
        "synthFlopType": "dfxtp_1",
        "syn_inst": 290,
        "ys_area_mm2": 0.00240,
        "synth.distinct_cells": 62,
        "ys_cells": 290,
        "synth_area_per_cell_um2": 8.29,
    },
    "placement": {
        "place_area_mm2": 0.00261,
        "dpl.hpwl_um": 3660,
        "port_buffers": 27,
        "gp_congestion": 0.839,
    },
    "layout": {
        "fillerInstances": 409,
        "finalInstanceArea_mm2": 0.00265,
        "largest_reg_flops": 17,
        "drive_gt1_share_pct": 6.89,
        "area_growth_pct": 10.4,
        "top_register": "u3.cntbig",
        "largestRegisters": "u3.cntbig (17)",
    },
    "global_routing": {
        "overflow": 0,
        "grt.total_usage_pct": 21.0,
        "antenna_found_initial": 0,
        "grt_util_met2_pct": 32.4,
        "use_met1_pct": 35.0,
        "grt_pass1_wl_um": 8580,
        "grt_max_degree": 30,
        "top_usage_layer": "met1",
        "met3_usage_pct": 1.85,
        "grt_pass1_vias": 1816,
    },
    "power_and_ir_drop": {
        "p_per_area_mw_per_mm2": 83.3,
        "fin_total_pwr_uw": 221,
        "vdd_ir_drop_max_v": 0.0000525,
        "leakage_nw": 1.03,
    },
    "job": {
        "warnings": 30,
        "cap_violations": 0,
    },
    "status": {
        "status": "finished clean",
    },
}
==> per-stage QoR <==
stage	hold WS, ns	setup WS (ns)	instances	util [%]
after CTS	0.445	3.52	357	59.3
after floorplan	0.395	5.21	290	-
after global routing	0.449	3.07	357	59.3
after detailed placement	0.418	3.53	353	58.3
after global placement	0.416	3.55	353	58.3
final	0.442	3.55	357	59.3
==> power breakdown <==
part	switching [mW]	internal, mW
sequential	0	0.0383
clock	0.0118	0.0159
combinational	0.0818	0.0734
total	0.0935	0.128
==> Yosys cell counts, drive strengths merged (2+ instances only) <==
library cell / count / area [um^2]
nand2: 26 / 97.6
or3: 4 / 25.0
buf: 14 / 130
o31a: 2 / 17.5
nand3: 15 / 80.1
nor3: 6 / 30.0
o21ai: 11 / 58.8
a211o: 3 / 35.0
nand2b: 5 / 31.3
o211a: 3 / 30.0
nor3b: 3 / 22.5
nor2b: 4 / 25.0
mux2i: 10 / 113
nand3b: 5 / 37.5
clkbuf: 4 / 15.0
and3: 6 / 37.5
a21oi: 14 / 73.8
nand4: 2 / 12.5
o211ai: 9 / 67.6
fa: 11 / 220
or3b: 2 / 17.5
o21a: 2 / 15.0
nor2: 15 / 56.3
xnor2: 16 / 140
o31ai: 2 / 20.0
nor4: 2 / 12.5
ha: 11 / 138
mux2: 2 / 22.5
xor2: 6 / 52.6
inv: 19 / 71.3
nor4b: 2 / 17.5
dfxtp: 17 / 340
a32oi: 2 / 43.8
a211oi: 5 / 37.5
and2: 11 / 71.3
a21o: 4 / 30.0
a31oi: 2 / 12.5
==> final cells by class <==
| cell class | instances | area [um^2] | share of cell area (%) |
|---|---|---|---|
| Timing Repair Buffer | 29 | 285 | 10.7 |
| Sequential cell | 17 | 340 | 12.8 |
| Tap cell | 52 | 65.1 | 2.45 |
| Multi-Input combinational cell | 236 | 1850 | 69.6 |
| Clock buffer | 4 | 45.0 | 1.70 |
| Inverter | 19 | 71.3 | 2.69 |
==> worst max path at each step <==
| stage | start | to | slack, ns | cells past startpoint |
|---|---|---|---|---|
| CTS | A[0] | inv_leds[6] | 3.52 | 24 |
| global route | B[0] | inv_leds[4] | 3.07 | 24 |
| finish | A[0] | inv_leds[3] | 3.55 | 23 |
==> per-layer routing <==
metal  up-vias  routed length (um)
met3         0                 156
met2        41                2210
met5         -                   0
met4         0                   0
li1       1067                   -
met1       955                2520
==> kinds of logic after synthesis <==
logic type	count (synthesis)	share of synthesized area, %
simple gates	112	26.0
mux	12	5.62
xor+xnor	22	8.02
buf+inv	37	9.01
flops	17	14.2
fa+ha+maj	22	14.9
compound gates	68	22.3
==> cell usage in the layout, fill, tap and decap left out, types with 4 or more instances in the layout <==
| master | instances |
|---|---|
| clkdlybuf4s50_1 | 27 |
| nand2_1 | 26 |
| inv_1 | 19 |
| dfxtp_1 | 17 |
| xnor2_1 | 16 |
| nor2_1 | 15 |
| nand3_1 | 14 |
| a21oi_1 | 13 |
| fa_1 | 11 |
| ha_1 | 11 |
| and2_1 | 10 |
| mux2i_1 | 9 |
| o211ai_1 | 9 |
| xor2_1 | 6 |
| o21ai_0 | 6 |
| and3_1 | 6 |
| nor3_1 | 6 |
| a211oi_1 | 5 |
| nand3b_1 | 5 |
| nand2b_1 | 5 |
| or3_1 | 4 |
| o21ai_1 | 4 |
| nor2b_1 | 4 |
| a21o_1 | 4 |
Power and IR drop assume default switching activity.
