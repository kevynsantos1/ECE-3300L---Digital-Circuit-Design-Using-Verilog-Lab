**flow/run.sh**
```bash
#!/bin/bash
# OpenROAD 26Q1-2900-gdf79404cd8, Yosys 0.63+post, stock flow scripts
make -C /OpenROAD-flow-scripts/flow DESIGN_CONFIG=/design/flow/config.mk WORK_HOME=/design/flow/orfs finish
```
**flow/config.mk**
```make
export PLATFORM = sky130hd
export DESIGN_NAME = traffic_lights
export DESIGN_NICKNAME = traffic_lights
export VERILOG_FILES = /design/flow/design.v
export SDC_FILE = /design/flow/constraint.sdc
export NUM_CORES = 4
export LEC_CHECK = 1
export CORE_UTILIZATION = 30
```
**flow/constraint.sdc**
```tcl
current_design traffic_lights

set clk_period 4.4
set clk_io_pct 0.2

create_clock -name clk0 -period $clk_period [get_ports {clk}]

set non_clock_inputs [all_inputs -no_clocks]
set_input_delay [expr $clk_period * $clk_io_pct] -clock clk0 $non_clock_inputs
set_output_delay [expr $clk_period * $clk_io_pct] -clock clk0 [all_outputs]
```
**flow/design.v**
```verilog
`timescale 1ns / 1ps
module bin_to_leds(
    input [3:0] b_in,
    output reg [6:0] leds  
    );
    always @(b_in)
        case(b_in)
            0: leds = 7'b0111111;
	    1: leds = 7'b0000110;
	    2: leds = 7'b1011011;
	    3: leds = 7'b1001111;
	    4: leds = 7'b1100110;
	    5: leds = 7'b1101101;
	    6: leds = 7'b1111101;
	    7: leds = 7'b0000111;
	    8: leds = 7'b1111111;
	    9: leds = 7'b1101111;
            default: leds = 7'b0000000;
        endcase
endmodule
`timescale 1ns / 1ps
module invert7(
    input [6:0] a,
    output [6:0] x  
    );
	assign x= ~a;
endmodule
`timescale 1ns / 1ps
module count_3bit_select(
    input clk,
    output [2:0] sel
    );
    reg [16:0] cntbig = 0;
    always @(posedge clk)
    begin
        cntbig <= cntbig + 1;
    end
    assign sel = cntbig[16:14];
endmodule
`timescale 1ns / 1ps
module dd_add3(
    input [3:0] i,
    output reg [3:0] o
    );
    always @(*)
        case(i)
            0: o = 0;
            1: o = 1;
            2: o = 2;
            3: o = 3;
            4: o = 4;
            5: o = 8;
            6: o = 9;
            7: o = 10;
            8: o = 11;
            9: o = 12;
            default: o = 0;
         endcase
endmodule
`timescale 1ns / 1ps
module decode_enb_leds(
    input [2:0] sel,
    output reg [7:0] enb_leds
    );
always @(sel)
        case(sel)
        0: enb_leds = 8'b11111110;
    1: enb_leds = 8'b11111101;
    2: enb_leds = 8'b11111011;
    3: enb_leds = 8'b11110111;
    4: enb_leds = 8'b11101111;
    5: enb_leds = 8'b11011111;
    6: enb_leds = 8'b10111111;
    7: enb_leds = 8'b01111111;
        default: enb_leds = 7'b00000000;
        endcase
endmodule
`timescale 1ns / 1ps
module doubdab_8bits(
    input [7:0] b_in,
    output [11:0] bcd_out
    );
wire [3:0] partial1;
    assign partial1={1'b0,b_in[7:5]};
    wire [3:0] partial2;
    wire [3:0] partial3;
    wire [3:0] partial4;
    wire [3:0] partial5;
    wire [3:0] partial6;
    wire [3:0] tempsum1;
    wire [3:0] tempsum2;
    dd_add3 u1 (.i(partial1), .o(partial2));
    dd_add3 u2 (.i({partial2[2:0],b_in[4]}), .o(partial3));
    dd_add3 u3 (.i({partial3[2:0],b_in[3]}),.o(partial4));
    dd_add3 u4 (.i({partial4[2:0],b_in[2]}),.o(partial5));
    dd_add3 u5 (.i({partial5[2:0],b_in[1]}),.o(tempsum1));
    dd_add3 u6 (.i({1'b0,partial2[3],partial3[3],partial4[3]}),.o(partial6));
    dd_add3 u7 (.i({partial6[2:0],partial5[3]}),.o(tempsum2));
assign bcd_out[0]= b_in[0];
    assign bcd_out[4:1]=tempsum1[3:0];
    assign bcd_out[8:5]=tempsum2[3:0];
    assign bcd_out[9]=partial6[3];
    assign bcd_out[10]=0;
    assign bcd_out[11]=0;
endmodule
`timescale 1ns / 1ps
module mux_4in_8to1 (
	       input [3:0] in0, in1, in2, in3, in4, in5, in6, in7,
	       input [2:0] sel,
	       output reg [3:0] out
	       );
always @(in0, in1, in2, sel)
     begin
        case(sel)
        0: out=in0;
3'b000: out = in0;
            3'b001: out = in1;
            3'b010: out = in2;
            3'b011: out = in3;
            3'b100: out = in4;
            3'b101: out = in5;
            3'b110: out = in6;
            3'b111: out = in7;
            default: out = 3'b000; 
        endcase
     end
endmodule
`timescale 1ns / 1ps
module seven_seg_decoder(
    input [3:0] b_in,
    output [6:0] inv_leds
    );
    wire [6:0] leds;
    bin_to_leds u1 (.b_in(b_in), .leds(leds));
    invert7 u2 (.a(leds), .x(inv_leds));
endmodule
`timescale 1ns / 1ps
module led_color(
		 input clk,
		 input [1:0] color,
		 output reg led_r,
		 output reg led_g,
		 output reg led_b
		 );
   localparam RED = 0;
   localparam YELLOW = 1;
   localparam GREEN = 2;
   localparam OFF = 3;
   wire [11:0] pwm_cnt;
   wire	     pwm_12p5;
   wire	     pwm_25;
   pwm_counter u1 (.clk(clk), .pwm_cnt(pwm_cnt));
   pwm_gen #( .PWM_PERCENT(12)) u2_12p5 (.pwm_cnt(pwm_cnt), .pwm_out(pwm_12p5));
   pwm_gen #( .PWM_PERCENT(25)) u3_25 (.pwm_cnt(pwm_cnt), .pwm_out(pwm_25));
always @(posedge clk)
begin
    case(color)
        RED: begin
            led_r <= pwm_25;
            led_g <= 0;
            led_b <=0;
            end
        YELLOW: begin
            led_r <= pwm_12p5;
            led_g <= pwm_12p5;
            led_b <=0;
            end
        GREEN: begin
            led_r <= 0;
            led_g <= pwm_25;
            led_b <=0;
            end
        OFF: begin
            led_r <= 0;
            led_g <= 0;
            led_b <=0;
            end
        default: begin
            led_r <= 0;
            led_g <= 0;
            led_b <=0;
            end
    endcase
end
endmodule   
`timescale 1ns / 1ps
module pulse_0p1sec (
		     input clk,
		     output reg pulse
		     );
   localparam	MAXDIV = 9999999;
   reg [23:0]		div_cnt = 0;
   always @(posedge clk)
     begin
	if (div_cnt >= MAXDIV)
	  begin
	     div_cnt <= 0;
	     pulse <= 1;
	  end
	else
	  begin
	     div_cnt <= div_cnt + 1;
	     pulse <= 0;
	  end
     end
endmodule
`timescale 1ns / 1ps
module pwm_counter(clk, pwm_cnt);
   input  clk;
   output reg [11:0] pwm_cnt = 0;
   always @(posedge clk)
     begin
	pwm_cnt <= pwm_cnt + 1;
     end
endmodule
`timescale 1ns / 1ps
module pwm_gen #(parameter PWM_PERCENT = 25) (
		 input [11:0] pwm_cnt,
		 output pwm_out
		 );
   assign pwm_out = pwm_cnt < (PWM_PERCENT * 41);
endmodule
`timescale 1ns / 1ps
module state_decode (
		 input [6:0] countdown,
		 output reg [1:0] color_light_1,
		 output reg [1:0] color_light_2,
		 output reg [7:0] display_time
		 );
   localparam RED = 0;
   localparam YELLOW = 1;
   localparam GREEN = 2;
   localparam OFF = 3;
always @(countdown)
begin
    if (countdown <=120 && countdown > 80) begin
                color_light_1 = GREEN;
                color_light_2 = RED;
                end
    else if (countdown <= 80 && countdown > 70) begin
                color_light_1 = YELLOW;
                color_light_2 = RED;
                end
    else if (countdown <= 70 && countdown > 60) begin
                color_light_1 = RED;
                color_light_2 = RED;
                end
    else if (countdown <= 60 && countdown > 20) begin 
                color_light_1 = RED;
                color_light_2 = GREEN;
                end
    else if (countdown <= 20 && countdown > 10) begin
                color_light_1 = RED;
                color_light_2 = YELLOW;
                end
    else if (countdown <= 10) begin
                color_light_1 = RED;
                color_light_2 = RED;
                end
    else begin
                color_light_1 = OFF;
                color_light_2 = OFF;
                end
    end
    always @(countdown) begin
    if (countdown>60)begin
        display_time = countdown-60;
        end
    else if (countdown <= 60) begin
        display_time = countdown;
        end
    end
endmodule
`timescale 1ns / 1ps
module timer_12sec (clk, countdown);
   input		      clk;
   output reg [6:0]	      countdown = 0;
   wire			      pulse;
   pulse_0p1sec u1 (.clk(clk), .pulse(pulse));
   always @(posedge clk)
     begin
	if (pulse) begin
	  if (countdown == 0)
	    countdown <= 120;   
	  else
	    countdown <= countdown - 1;
	end
     end
endmodule
`timescale 1ns / 1ps
module traffic_lights(
	    input	 clk,
	    output	 led1_r,
	    output	 led1_g,
	    output	 led1_b,
	    output	 led2_r,
	    output	 led2_g,
	    output	 led2_b,
            output [6:0] inv_leds,
            output [7:0] enb_leds
	    );
   wire [1:0]	   color_1, color_2;
   wire [7:0]	   display_time;
   wire [11:0]	   b_bcd;
   wire [2:0]	   sel;
   wire [3:0]	   bcd_digit;
   wire [6:0]	   countdown;
   led_color tu1 (.clk(clk), .color(color_1), .led_r(led1_r), .led_g(led1_g), .led_b(led1_b));
   led_color tu2 (.clk(clk), .color(color_2), .led_r(led2_r), .led_g(led2_g), .led_b(led2_b));
   timer_12sec tu3 (.clk(clk), .countdown(countdown));
   state_decode tu4 (.countdown(countdown), .color_light_1(color_1), .color_light_2(color_2), .display_time(display_time));
   doubdab_8bits u2 (.b_in (display_time), .bcd_out (b_bcd));
   count_3bit_select u3 (.clk(clk), .sel(sel));
   decode_enb_leds u4 (.sel(sel), .enb_leds(enb_leds));
   mux_4in_8to1 u5 (.in0(b_bcd[3:0]), .in1(b_bcd[7:4]), .in2(b_bcd[11:8]), .in3(4'h0), 
		    .in4(4'h0), .in5(4'h0), .in6(4'h0), .in7(4'h0), .sel(sel), .out(bcd_digit) );
   seven_seg_decoder u6 (.b_in(bcd_digit), .inv_leds(inv_leds));
endmodule	
```
==> results.yml <==
# yosys + openroad results
synthesis:
  syn_avg_cell_area_um2: 8.88
  ys_ff: 77
  syn_area_mm2: 0.00438
  synth_cell_types: 75
  top_area_frac: 0.320
  edf_count: 7
  synth_cells: 493
  async_flop_share: 0
  ys_cells: 493
  yosysWarnings: 10
  ys_area_mm2: 0.00438
  common_cells: "dfxtp_1 (70), nor2_1 (58), nand2_1 (32), nand3_1 (32), xnor2_1 (30)"
  synthTopCellsByArea: "dfxtp_1 (32%), xnor2_1 (6.0%), xor2_1 (5.2%), ha_1 (5.1%), nor2_1 (5.0%)"
  top_cell: "dfxtp_1"
  synth_area_leader_cell: "dfxtp_1"
  ys_seq_share: 0.368
  ff_type: "dfxtp_1"
final_timing:
  fin_worst_skew_ns: 0.00629
  finalHoldViolations: 0
  hold_slack_ns: 0.414
  fmax_ghz: 0.231
  finalClockPeriodUsage: 0.983
  worst_slew_pin_slew_ns: 0.795
  setup_viol: 0
  rsz0062_at_grt: "yes"
  slew_headroom: 0.470
  fin_ws_ns: 0.0756
  timing.final.crit_period_ns: 4.32
  final_max_slew_viol_count: 0
drt:
  final_antenna_net_count: 0
  drt-total-wl_um: 8590
  drtIter0Drc: 187
  drc: 0
  vias: 3585
  first_pass_iters: 4
  n_antenna_cell: 0
  routed_via_density: 4.92
  drt-wirelength-per-cell_um: 11.8
critical_path:
  crit_chain: "inv_2, ha_4, and4b_2, o21ai_4, nand2_4, buf_4, a221oi_2, buf_4, o31ai_1, a21o_1, ha_2, mux2i_1, nor2_1, clkdlybuf4s50_1"
  end_kind: "output port"
  rrSetupSlack_ns: 1.63
  cp.arrival_ns: 3.44
  critPathRequiredTime_ns: 3.52
  crit_top_cell: "buf_4"
  critical_path.slowest_cell: "clkdlybuf4s50_1"
  cp-start-kind: "register"
  timing.critical_path.slowest_cell_delay_ns: 0.46
  criticalPathCategory: "reg2out"
  path_max_fanout: 7
place:
  dp_hpwl_um: 6020
  globalplace.congestion: 0.879
  placed_cells: 690
  port_buffers: 19
  post-place-ws_ns: 0.121
global_routing:
  grt_pass1_wl_um: 14500
  grt_start_max_net_pins: 24
  grt_overflow_total: 0
  antenna_found_initial: 0
  grt_pass1_vias: 3119
  grt_util_all_layers: 0.119
floorplanning:
  num_io_pins: 22
  initCoreUtil: 0.312
  rows: 43
  die_h_um: 123
  core_mm2: 0.0140
  die_area_mm2: 0.0151
  dieWidth_um: 123
clock_network:
  cts_buffers: 9
  clock-sinks: 77
  cts_max_level: 3
  clk_pin_slew_ns: 0.06
  tritoncts: "done"
  cts_buffer_depth: 2
  cts-root-buf: "clkbuf_16"
  clkLatencyLatePin_ns: 0.33
run:
  drv_cap: 0
  tool_warnings: 36
min_path:
  min_path_type: "reg2reg"
power_and_ir_drop:
  powerDensity_mw_per_mm2: 257
  vdd.ir_drop.worst_uv: 167
  total_power_mw: 1.40
  p_leak_nw: 2.07
finish:
  drive_above_1_share: 0.193
  num-fill-cells: 1318
  area_delta_synth_final_pct: 24.4
  final_cells: 728
run_status:
  status: "finished, final reports clean"
==> metrics by stage <==
stage / setup TNS (ns) / util / area [um2]
global placement: 0 / 0.342 / 4810
detailed placement: 0 / 0.342 / 4810
floorplan: 0 / - / 4380
finish: 0 / 0.388 / 5450
global route: -0.440 / 0.388 / 5450
CTS: 0 / 0.373 / 5240
==> path summary, 6_finish.rpt <==
path | from | endpoint | depth (start not counted)
setup reg to reg | tu3.u1.div_cnt[0] | tu3.u1.div_cnt[1] | 9
hold / removal | u3.cntbig[0] | u3.cntbig[0] | 1
setup / recovery | tu3.countdown[1] | inv_leds[3] | 14
hold reg to reg | u3.cntbig[0] | u3.cntbig[0] | 1
==> layout by cell type (no fill, tap or decap), types with 5 or more instances in the layout <==
| master | count |
|---|---|
| a21oi_1 | 15 |
| and2_1 | 6 |
| and3_1 | 10 |
| buf_4 | 37 |
| clkbuf_16 | 9 |
| clkdlybuf4s50_1 | 17 |
| dfxtp_1 | 70 |
| edfxtp_1 | 7 |
| ha_1 | 13 |
| inv_1 | 11 |
| inv_2 | 6 |
| nand2_1 | 31 |
| nand2b_1 | 8 |
| nand3_1 | 30 |
| nand4_1 | 15 |
| nor2_1 | 55 |
| nor3_1 | 10 |
| nor4_1 | 5 |
| o21ai_0 | 9 |
| o21ai_1 | 7 |
| xnor2_1 | 30 |
| xor2_1 | 26 |
==> sequential cells by signal, summed over array words and instances (netlist names) <==
register / cells
tu1.led_r: 1
tu3.countdown: 7
tu1.u1.pwm_cnt: 12
tu1.led_g: 1
u3.cntbig: 17
tu2.led_r: 1
tu2.led_g: 1
tu3.u1.div_cnt: 24
tu3.u1.pulse: 1
tu2.u1.pwm_cnt: 12
==> power breakdown <==
part / switching, mW / internal [mW] / leakage, nW / total (mW)
Sequential: 0 / 0.706 / 0.645 / 0.706
Combinational: 0.0000250 / 0 / 1.29 / 0.0000263
Clock: 0.303 / 0.389 / 0.134 / 0.693
Total: 0.303 / 1.10 / 2.07 / 1.40
==> area by class of cell <==
type | instances | area, um2 | area share
Timing Repair Buffer | 60 | 518 | 0.0951
Inverter | 17 | 63.8 | 0.0117
Clock buffer | 9 | 225 | 0.0414
Sequential cell | 77 | 1610 | 0.296
Clock inverter | 7 | 57.6 | 0.0106
Tap cell | 180 | 225 | 0.0414
Multi-Input combinational cell | 378 | 2750 | 0.504
==> critical path, delay by kind of cell (launching register included) <==
family	cells	cell delay (ns)
DFF	1	0.40
muxes	1	0.07
and+or+nand+nor	3	0.49
buffers and inverters	4	0.87
adders and majority gates	2	0.49
AOI/OAI and AO/OA	4	0.78
==> layer usage <==
layer  GRT usage  vias up  routed length (um)
met5           0        -                   0
met2       0.177       65                3650
met3      0.0204        9                 318
li1            -     1860                   -
met4      0.0130        0                 114
met1       0.187     1651                4510
==> logic make-up (layout without fill, tap and decap cells) <==
kind of cell,Yosys count,count (layout),synth area share
simple gates,204,204,0.243
compound gates,96,96,0.176
fa+ha+maj,18,18,0.0515
mux,2,2,0.00457
other cells,1,2,0.000857
xor+xnor,56,56,0.112
flops,77,77,0.368
buf+inv,39,93,0.0446
==> timing repair <==
item / 4_1_cts / 5_1_grt
setup buffers: 9 / 13
gates resized: 17 / 28
pin swaps: 9 / 15
setup endpoints to repair: 7 / 7
hold buffers: 0 / 0
endpoints found under the hold margin: 0 / 0
Power is estimated from default activity; no workload was simulated.
